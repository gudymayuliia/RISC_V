## ./run.sh

```bash
#!/bin/bash
# OpenROAD 26Q1-2900-gdf79404cd8, Yosys 0.63+post, stock flow scripts
make -C /OpenROAD-flow-scripts/flow DESIGN_CONFIG=/design/flow/config.mk WORK_HOME=/design/flow/orfs finish
```

## ./config.mk

```make
export PLATFORM = sky130hd
export DESIGN_NAME = blinky
export DESIGN_NICKNAME = blinky
export VERILOG_FILES = /design/flow/design.v
export SDC_FILE = /design/flow/constraint.sdc
export NUM_CORES = 4
export LEC_CHECK = 1
export CORE_AREA = 10 10 70 70
export DIE_AREA = 0 0 80 80
```

## ./constraint.sdc

```tcl
current_design blinky

set clk_period 1.5
set clk_io_pct 0.2

create_clock -name clk0 -period $clk_period [get_ports {clk}]

set non_clock_inputs [all_inputs -no_clocks]
set_input_delay [expr $clk_period * $clk_io_pct] -clock clk0 $non_clock_inputs
set_output_delay [expr $clk_period * $clk_io_pct] -clock clk0 [all_outputs]
```

## ./design.v

```verilog
`timescale 1ns / 1ps
module blinky(
    input clk, reset,
    output [4:0] leds,
    input rx,
    output tx
    );
reg [4:0] pc = 0;
reg [4:0] count =0;
reg [4:0] memory [0:20];
initial begin
       memory[0]  = 5'b00000;
       memory[1]  = 5'b00001;
       memory[2]  = 5'b00010;
       memory[3]  = 5'b00100;
       memory[4]  = 5'b01000;
       memory[5]  = 5'b10000;
       memory[6]  = 5'b10001;
       memory[7]  = 5'b10010;
       memory[8]  = 5'b10100;
       memory[9]  = 5'b11000;
       memory[10] = 5'b11001;
       memory[11] = 5'b11010;
       memory[12] = 5'b11100;
       memory[13] = 5'b11101;
       memory[14] = 5'b11110;
       memory[15] = 5'b11111;
       memory[16] = 5'b11110;
       memory[17] = 5'b11100;
       memory[18] = 5'b11000;
       memory[19] = 5'b10000;
       memory[20] = 5'b00000;       
end
always @(posedge clk) begin
    count <= memory[pc];
    pc <= (reset || pc == 20) ? 0 : pc +1;
end   
assign leds = count;
assign tx = 1'b0;    
endmodule
```

==> run notes <==
Figures from the flow reports.

Status:
- The run finished with clean final reports.

Cells and area:
- The run gives the register area as 200 um2.
- The run puts the number of inserted filler cells in the final layout at 395.
- The run gives the finished layout cell area as 639 um2.
- The run gives the area growth from synthesis to layout as 21.4%.
- The run puts the area of the multi-input gates at 265 um2.
- The run gives the fraction of final layout cells with drive strength greater than 1 as 11.1%.

Logic synthesis:
- The run puts the chip area estimate from yosys synthesis at 527 um2.
- Counting every instance in the synthesized netlist gives 57.
- Post-synth the commonest register cell is sky130_fd_sc_hd__dfxtp_1.
- After synthesis the netlist holds a flip-flop and latch count of 10.
- In this run the mean area of a mapped cell was 9.24 um2.
- The run gives the total cells reported by yosys after synthesis as 57.
- The run gives the count of yosys warnings during synthesis as 1.
- The run puts the netlist area before placement at 527 um2.
- The run gives the post-synthesis sequential area ratio as 38.0%.
- The run gives the count of distinct cell types in the synthesized netlist as 23.
- The run gives the proportion of register bits with asynchronous set or reset after synthesis as 0%.
- The run puts the number of enable-type register cells in the synthesized netlist at 0.

Floorplan:
- The run puts the vertical die dimension at 80 um.
- The run puts the total core area at 0.00342 mm2.
- The run gives the number of core rows as 21.
- The run gives the core utilization at floorplan as 15.4%.
- The run gives the die outline width as 80 um.
- In this run the full chip footprint comes out at 0.00640 mm2.
- The run gives the top-level I/O count as 9.

STA:
- Setup repair after global routing left no endpoint under its margin.
- The run puts the peak clock frequency supported by timing at 719 MHz.
- The run gives the max-slew violation count as 0.
- Of the available clock period, the critical path in the final layout requires 92.8%.
- The run gives the hold violation total from the final report as 0.
- Across the routed clock network, the largest skew measured is 0.00241 ns.
- The run gives the number of failing setup endpoints in the final timing report as 0.
- The run gives the minimum clock period as 1.39 ns.
- The run gives the post-route setup TNS as 0 ns.

Route:
- The run gives the total wire length as 840 um.
- The run puts the number of nets still failing antenna checks after routing at 0.
- In this run, the number of DRC markers left after iteration 0 of detailed routing was 58.
- The pre-antenna-repair detailed-routing pass consisted of 5 iterations.
- Detailed routing inserted a total of 366 vias.
- Using the TritonRoute via totals, the vias-per-cell ratio works out to 3.36.
- The run gives the number of remaining DRC errors as 0.
- The run gives the per-cell routed wire length as 7.71 um.
- The run puts the number of antenna repair diodes at 0.

Setup path:
- In this run the critical register-to-register path is launched from pc[0].
- The worst setup path is launched from a flop.
- The worst setup path is captured at a flop.
- The run gives the cell depth of the worst flop-to-flop path as 5.
- Per STA, the endpoint of the critical path is count[2].
- Per the timing report, the most critical flop-to-flop path finishes at count[2].
- The slowest stage of the critical path is the sky130_fd_sc_hd__dfxtp_1 cell.
- The run gives the critical path arrival as 1.53 ns.
- The run puts the internal reg-to-reg setup slack at 0.11 ns.
- The setup path with the least slack is of type reg -> reg.
- The run puts the delay of the slowest cell on the worst path at 0.42 ns.
- In this run the critical path is formed by inv_1 > ha_1 > nor3b_1 > nor3_1 > a31o_2.
- For reference, the critical path is launched at pc[0].
- Per the timing report, the biggest fanout along the worst path comes to 6.
- The data required time reported for the critical path is 1.64 ns.

CTS:
- The run gives the total clock buffers created by CTS as 3.
- TritonCTS built the clock tree.
- The clock passes through at most 2 buffers.
- The run gives the count of clock tree sinks as 10.
- In this run the number of H-tree levels came out at 1.
- The cell sitting at the root of the clock tree is a sky130_fd_sc_hd__clkbuf_4.
- The later pin in the worst-skew pair is clocked with a latency of 0.25 ns.
- The run puts the number of buffers inserted by hold repair at cts at 0.
- The run gives the post-CTS repair timing setup buffer count as 0.
- The run puts the clock-pin slew on the worst setup and hold paths at 0.05 ns.
- The run gives the cell resize tally after clock tree synthesis as 0.

Placement:
- Summing all placed instances gives a cell area of 617 um2.
- The run gives the count of buffers from port buffering as 6.
- The run puts the post-DP HPWL at 649 um.
- The run gives the routability congestion estimate as 0.776.

Flow run:
- The run puts the count of warning messages emitted by the tools at 31.
- The run gives the number of maximum-capacitance violations as 0.

GRT:
- Summed over all layers, the global routing overflow is 0.
- The run gives the largest net degree at the start of global routing as 11.
- The run gives the initial antenna violation count as 0.
- The run puts the number of global-route vias before repair at 354.
- The first global-routing pass estimated 1520 um of wire.
- The run gives the total global routing track utilization as 2.94%.

Hold path:
- The type recorded for the worst min-delay path is reg -> reg.

Power and ir drop:
- The leakage power in the latest report is 0.000257 uW.
- The run puts the worst-case vdd ir drop at 0.000207 V.
- In this run the power density over the cells is 843 mW/mm2.
==> cell families (layout without fill, tap and decap cells) <==
kind of cell               Yosys count  count (layout)  synth area share, %
muxes                                1               1                 2.14
and+or+nand+nor                     16              16                 14.5
xor gates and xnor gates             3               3                 4.99
AOI/OAI and AO/OA                    8               8                 11.4
adders and majority gates            7               7                 16.6
other                                1               1                0.712
buffers and inverters               11              17                 11.6
DFF                                 10              10                 38.0
==> flip-flops by register name, summed over array words and instances (netlist names) <==
name   cells
count      5
pc         5
==> synth_stat cells, types with 2 or more instances <==
cell type                  count  share of area, %
sky130_fd_sc_hd__inv_1         7               5.0
sky130_fd_sc_hd__ha_1          7                17
sky130_fd_sc_hd__o21ai_0       2               1.9
sky130_fd_sc_hd__nor2_1        8               5.7
sky130_fd_sc_hd__xor2_1        2               3.3
sky130_fd_sc_hd__a222oi_1      2               3.8
sky130_fd_sc_hd__dfxtp_1      10                38
sky130_fd_sc_hd__buf_6         2               4.3
sky130_fd_sc_hd__nand3_1       3               2.8
==> worst min-delay path by stage <==
stage	slack [ns]	cells past startpoint	endpoint	from
global route	0.56	1	pc[0]	pc[0]
CTS	0.51	1	pc[0]	pc[0]
finish	0.51	1	pc[0]	pc[0]
==> cell usage in the layout (no fill, tap or decap), drive strengths merged <==
cell           count
o21ai              3
nor2               8
nor2b              1
mux2               1
a41o               1
ha                 7
a31o               1
conb               1
dfxtp             10
xnor2              1
nand3              3
o22ai              1
clkdlybuf4s50      6
and2               1
buf                1
nand2              1
inv                7
clkbuf             3
nor3b              1
a222oi             2
nor3               1
xor2               2
==> metrics by stage <==
stage          std cells  worst slack (ns)  total power, uW  hold slack (ns)  utilization, %
3_5_place_dp         106             0.111              384            0.498            18.1
3_3_place_gp         106             0.146              382            0.479            18.1
4_1_cts              109            0.0937              551            0.512            18.7
2_1_floorplan         57             0.243              352            0.455               -
6_report             109             0.108              539            0.512            18.7
5_1_grt              109           0.00327              579            0.556            18.7
==> report_power, final <==
group          internal [uW]  leakage (uW)  total (uW)  switching (uW)
registers                284     0.0000818         294            10.2
logic                   45.4      0.000161        83.4            38.0
clock network           91.4     0.0000138         162            70.5
total                    420      0.000257         539             119
==> metal layers <==
layer	vias up	track usage, %	share of wire [%]
met3	0	2.50	16
li1	200	-	-
met5	-	0	0
met2	14	3.69	36
met4	0	0.176	0
met1	152	3.87	48
==> worst max-delay path: cells and delay by family (launching register included) <==
kind / cells / cell delay [ns]
AND-OR/OR-AND: 1 / 0.22
AND/OR/NAND/NOR: 2 / 0.26
adder cells (fa/ha/maj): 1 / 0.26
buffers and inverters: 1 / 0.11
flip-flops: 1 / 0.42
==> final cells by class <==
cell class,count,area share [%]
multi-input cells,36,41.5
flip-flops and latches,10,31.3
repair buffers,7,10.6
inverters,7,4.11
clock buffers,3,3.52
well taps,46,9.00
Power and IR drop assume default switching activity.
